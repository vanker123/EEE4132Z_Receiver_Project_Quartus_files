==> design/flow/run.sh <==
#!/bin/bash
# OpenROAD 26Q1-2900-gdf79404cd8, Yosys 0.63+post, stock flow scripts
make -C /OpenROAD-flow-scripts/flow DESIGN_CONFIG=/design/flow/config.mk WORK_HOME=/design/flow/orfs finish
==> design/flow/constraint.sdc <==
current_design FFTcontrol

set clk_period 3.5
set clk_io_pct 0.2

create_clock -name clk0 -period $clk_period [get_ports {clk}]

set non_clock_inputs [all_inputs -no_clocks]
set_input_delay [expr $clk_period * $clk_io_pct] -clock clk0 $non_clock_inputs
set_output_delay [expr $clk_period * $clk_io_pct] -clock clk0 [all_outputs]
==> design/flow/config.mk <==
export PLATFORM = sky130hd
export DESIGN_NAME = FFTcontrol
export DESIGN_NICKNAME = FFTcontrol
export VERILOG_FILES = /design/flow/design.v
export SDC_FILE = /design/flow/constraint.sdc
export NUM_CORES = 4
export LEC_CHECK = 1
export CORE_AREA = 10 10 87 87
export DIE_AREA = 0 0 97 97
==> design/flow/design.v <==
module FFTcontrol(
clk,
FFTin,
sink_valid,
sink_sop,
sink_eop,
realFFTin,
imagFFTin
);
input clk;
input [3:0] FFTin;
output reg sink_valid;
output reg sink_sop;
output reg sink_eop;
output[3:0] realFFTin;  
output[3:0] imagFFTin;
reg[18:0] count;
initial
begin
count =19'd1;
sink_valid=0;
end 
assign realFFTin = FFTin;
assign imagFFTin = 4'd0;
always @(posedge clk)
begin 
begin
count <= count+1'b1;
end 
if (count ==19'd262144)
begin 
sink_eop<=1;
end 
if (count==19'd0)
begin
sink_eop<=0;
sink_sop<=1;
sink_valid<=1;
end 
if (count ==19'd1)
begin
sink_sop<=0;
end
end
endmodule
==> flow_metrics.tcl <==
# implementation run metrics
set metrics [dict create \
    status "finished, final reports clean" \
    hold_buffers 0 \
    grt_max_degree 13 \
    ys_sh_simple_pct 23.92 \
    top_logic_kind "simple AND/OR/NAND/NOR gates" \
    grt_pass1_wl_um 2594 \
    crit_arrival_ps 1070 \
    fp-utilization_pct 17.43 \
    grt.total_usage_pct 3.112 \
    fmaxAchievable_mhz 563.5 \
    place.gp.congestion 0.8297 \
    drive_gt1_share_pct 11.34 \
    first_global_vias 575 \
    wire_per_inst_um 8.302 \
    pwr-share-clk_pct 40.9 \
    area_leaders "dfxtp_1 43%, xnor2_1 9.8%, buf_4 6.1%" \
    mux_share_pct 1.145 \
    yosys_area_um2 983.4 \
    core_um2 5642 \
    layout.cells.non_filler 169 \
    yosys.area_share.adder_pct 3.817 \
    post-cts-setup-buffer-count 0 \
    fin_crit_ps 1775 \
    ctsHtreeMaxLevel 1 \
    seqPwrFrac_pct 59.0 \
    slew_viol_final 0 \
    cts_tree "built" \
    vias_per_cell 3.473 \
    final_antenna_net_count 0 \
    edf_count 1 \
    clock-sinks 22 \
    crit_type "flop to output port" \
    slowest_delay_ps 460 \
    root_buffer "clkbuf_8" \
    cts-buffers-inserted 3 \
    dieWidth_um 97 \
    num_vias 587 \
    clock_latency_ps 250 \
    yosys_warnings 1 \
    gr-total-overflow 0 \
    cap_viol_max_count 0 \
    hold_class "flop to flop" \
    pwr-share-comb_pct 0.1 \
    drt_first_pass_iters 2 \
    warnings 27 \
    netSwitchingFraction_pct 17.55 \
    most_common_cell "dfxtp_1" \
    place_inst 165 \
    dieArea_um2 9409 \
    setup_viol 0 \
    antenna_found_initial 0 \
    aoi_share_pct 0.8906 \
    crit_slowest_cell "clkdlybuf4s50_1" \
    pre_cts_ws_ps 1988 \
    clkTransAtPathRegs_ps 70 \
    drtIter0Drc 23 \
    async_flop_share_pct 0 \
    ys_seq_share_pct 45.80 \
    p_leak_nw 0.4285 \
    ys_types 28 \
    cp-end-kind "output port" \
    vdd_ir_drop_max_mv 0.2345 \
    setup_tns_ps 0 \
    fin_ws_ps 1725 \
    finalCritPeriodShare_pct 50.70 \
    antenna-diode-count 0 \
    path_max_fanout 1 \
    syn-mean-instance-area_um2 10.24 \
    finalClockSkew_ps 1.387 \
    hpwl_um 1065 \
    top_area_cell "dfxtp_1" \
    yosys-stat-cells 96 \
    n_fill_cell 595 \
    fp-row-count 27 \
    power_per_cell_area_nw_per_um2 386.4 \
    p_sw_mw 0.07492 \
    fp.dieH_um 97 \
    cp.required_ps 2800 \
    p_int_mw 0.3519 \
    hold_viol 0 \
    io_buffers 3 \
    cpLargestDelayFamily "buffers and inverters" \
    path_cells "clkdlybuf4s50_1" \
    num_io_pins 16 \
    yosys-top-cells-count "21 x dfxtp_1, 11 x xnor2_1, 8 x buf_4" \
    cts_resized 0 \
    rsz0062_at_grt "no" \
    drc 0 \
    cp.buffers_inverters 1 \
    area_growth_pct 12.34 \
    ys.flops 22 \
    synth-main-ff-cell "dfxtp_1" \
    total_power_mw 0.4269 \
    yosysTopAreaCellShare_pct 42.75 \
    syn_inst 96 \
    cts_buffer_depth 2 \
    drt_wl_total_um 1403 \
    syn_area_um2 983.4 \
    ys_sh_xor_pct 15.14 \
    start_kind "flop" \
]
==> area by class of cell <==
class	count	area (um2)	area share (%)
Clock buffer	4	55.05	4.983
Inverter	5	18.77	1.699
Multi-Input combinational cell	63	460.4	41.68
Sequential cell	22	450.4	40.77
Tap cell	72	90.09	8.154
Timing Repair Buffer	3	30.03	2.718
==> through the flow <==
| step | hold slack, ps | cell area (um2) | utilization (%) |
|---|---|---|---|
| after CTS | 471.6 | 1105 | 19.58 |
| after floorplan | 410.4 | 994.7 | - |
| after detailed placement | 453.1 | 1050 | 18.61 |
| final | 464.8 | 1105 | 19.58 |
| after global placement | 446.1 | 1050 | 18.61 |
| after global routing | 489.6 | 1105 | 19.58 |
==> logic make-up after synthesis <==
| family | count (synthesis) |
|---|---|
| AOI/OAI and AO/OA | 1 |
| xor gates and xnor gates | 17 |
| adders and majority gates | 3 |
| buffers and inverters | 14 |
| DFF | 22 |
| muxes | 1 |
| other | 2 |
| and+or+nand+nor | 36 |
==> cells in the final DEF, fill, tap and decap left out, drive strengths merged <==
cell / n
or2: 1
mux2: 1
conb: 5
nor3: 2
and4: 2
nand4: 5
and3: 2
ha: 3
clkbuf: 4
nand3: 5
dfxtp: 21
or3: 1
xor2: 6
nand2: 7
nor2: 6
edfxtp: 1
inv: 5
clkdlybuf4s50: 3
and2: 1
o22a: 1
nor4: 4
xnor2: 11
==> power by group through the flow <==
stage	clock [mW]	combinational, mW	sequential, mW
CTS	0.184	0.000516	0.252
global route	0.195	0.000602	0.252
finish	0.175	0.000337	0.252
==> per-layer routing <==
| layer | global-route usage [%] | vias up | share of wire (%) |
|---|---|---|---|
| met5 | 0 | - | 0 |
| met4 | 0.6764 | 0 | 2.1 |
| met3 | 1.433 | 2 | 6.5 |
| met2 | 4.499 | 9 | 40 |
| met1 | 4.124 | 267 | 51 |
| li1 | - | 309 | - |
==> path summary, 6_finish.rpt <==
check | slack, ps | cells past startpoint | endpoint | from
min | 460 | 1 | sink_eop | sink_eop
max | 1730 | 1 | sink_valid | sink_valid
min reg2reg | 460 | 1 | sink_eop | sink_eop
max reg2reg | 2000 | 5 | count[18] | count[0]
==> registers in the layout, indices dropped and copies added, names as in the netlist <==
signal	flops
sink_sop	1
sink_eop	1
count	19
sink_valid	1
Power figures rest on the tool's default switching activity, not on a simulated workload.
