### design/flow/run.sh
#!/bin/bash
# OpenROAD 26Q1-2900-gdf79404cd8, Yosys 0.63+post, stock flow scripts
make -C /OpenROAD-flow-scripts/flow DESIGN_CONFIG=/design/flow/config.mk WORK_HOME=/design/flow/orfs finish
### design/flow/constraint.sdc
current_design multiplier

set clk_period 5.7
set clk_io_pct 0.2

create_clock -name clk0 -period $clk_period

set non_clock_inputs [all_inputs -no_clocks]
set_input_delay [expr $clk_period * $clk_io_pct] -clock clk0 $non_clock_inputs
set_output_delay [expr $clk_period * $clk_io_pct] -clock clk0 [all_outputs]
### design/flow/design.v
module multiplier (
    input signed [7:0] RealPart,     
    input signed [7:0] ImagPart,     
    input signed [7:0] multi_factor,   
    output reg signed [7:0] Real_multi_out,  
    output reg signed [7:0] imag_multi_out   
);
    always @(*) begin
        Real_multi_out = (RealPart * multi_factor);
        imag_multi_out = (ImagPart * multi_factor);
    end
endmodule
### design/flow/config.mk
export PLATFORM = sky130hd
export DESIGN_NAME = multiplier
export DESIGN_NICKNAME = multiplier
export VERILOG_FILES = /design/flow/design.v
export SDC_FILE = /design/flow/constraint.sdc
export NUM_CORES = 4
export LEC_CHECK = 1
export CORE_UTILIZATION = 30
==> results_slide.txt <==
Flow Results at a Glance

Global route
  – Vias in the first global route: 1633
  – GRT Residual Overflow: 0
  – GRT Util Overall: 14.54%
  – First-pass GRT wire length: 7383 microns
  – Antenna violations before repair: 0
  – Largest net degree at the start of global routing: 10

Yosys
  – Cell Type Count: 16
  – Syn avg cell area: 8.525 sq um
  – Seq share, synth: 0%
  – Syn. warnings: 1
  – # Cells Yosys: 225
  – Syn Inst Count: 225
  – Chip area in the Yosys report: 1918 sq um
  – Synthesized area: 1918 sq um

Timing
  – Clock period minus worst slack: 5563 ps
  – Final Max Slew Viols: 0
  – Cycle use final: 97.59%
  – Worst rel slew slack: 86.85%
  – Fin worst setup slack: 137.3 ps
  – Worst Max-Slew Pin Slew: 195.8 ps
  – Setup-failing EPs final: 0
  – Fmax: 179.8 MHz
  – Final Hold Fails: 0
  – RSZ-0062 raised after global routing: false

Setup path
  – Worst Path Arrival: 4420 ps
  – CP Launch Type: primary input
  – Worst-path cell chain: buf_2, buf_6, buf_6, and2_4, ha_4, inv_2, fa_1, inv_2, ha_4, inv_2, fa_2, inv_2, ha_4, inv_2, fa_2, inv_2, clkdlybuf4s50_1
  – Crit path DRT: 4560 ps
  – Setup crit end kind: output pin
  – CP most frequent cell: inv_2
  – WP buf/inv: 10
  – Critical path's slowest cell: fa_2
  – Worst Setup EP: imag_multi_out[5]
  – Top Family by Delay on Critical Path: adder cells
  – Setup crit start: multi_factor[1]
  – Crit-path max FO: 5
  – Kind of critical path: in -> out
  – CP max stage delay: 520 ps
  – Worst path depth: 17

Routing
  – DRT Wirelength: 4033 microns
  – DRC viols: 0
  – Via count of the routed design: 1540
  – 1st-iter DRT viols: 21
  – Routed Antenna Nets: 0
  – Wirelength per Cell: 10.87 microns
  – # diodes: 0
  – Via/cell ratio: 4.151
  – Drt first pass iters: 4

Clock network
  – # hold bufs at CTS: 0

Power and ir drop
  – Lkg Pwr: 1.406 nW
  – VDD IR max: 0.1361 mV
  – Post-layout power: 0.0004969 W
  – P per Cell Area: 174.3 nW/um^2

Finish
  – # clk buffers: 0
  – Flop area: 0 sq um
  – Share of cells above drive strength 1: 36.82%
  – Seq cells: 0
  – Area Growth Syn to Fin: 48.60%
  – Top cells excl fill/tap: inv_1 (37), and2_1 (32), buf_4 (32)
  – Top cell excl fill/tap: inv_1

Floorplan
  – Core utilization at floorplan: 31.65%
  – Chip height: 81.96 microns
  – Die width: 81.96 microns
  – Row Count: 28
  – # IOs: 40
  – Core area: 6061 sq um
  – Chip area: 6717 sq um

Flow run
  – Max-cap violation count: 0
  – Tool warnings: 32

Hold path
  – Hold Crit Class: in -> out

Placement
  – Hpwl dp: 3341 microns
  – Input/output buffers: 40
  – DP Worst Slack: -1072 ps
  – RePlAce Congestion: 0.8552

Outcome
  – Outcome: complete, no violations
[routing by layer]
layer / vias to the layer above / GRT usage, % / wire [microns]
met5: - / 0 / 0
met4: 0 / 0.5263 / 10
met3: 2 / 0.9019 / 158
met2: 31 / 22.89 / 1727
met1: 697 / 23.57 / 2136
li1: 810 / - / -
[timing repair]
item                       4_1_cts  5_1_grt
setup endpoints to repair        6        5
pin swaps                       31       26
gates cloned                     0        0
buffers inserted                 7        1
hold endpoints to repair         0        0
resized                         93       52
[power breakdown]
group	internal [W]	switching, W
Sequential	0	0
Clock	0	0
Combinational	0.000309	0.000188
Total	0.000309	0.000188
[cells by family after synthesis]
logic type	Yosys count	synth area share (%)
AOI/OAI and AO/OA	4	1.304
and+or+nand+nor	72	20.35
adders and majority gates	62	49.84
buffers and inverters	57	11.55
xor gates and xnor gates	30	16.96
[synthesized netlist by cell type (3+ instances only)]
master	instances	share of area, %
xnor3_1	4	4.7
ha_1	38	25
xnor2_1	22	10
nand2_1	25	4.9
clkbuf_1	3	0.59
and2_1	42	14
inv_1	53	10
fa_1	24	25
xor2_1	3	1.4
[worst min path at each step]
stage | startpoint | end | slack [ps] | cells after the start
CTS | ImagPart[3] | imag_multi_out[7] | 3100 | 6
global route | RealPart[0] | Real_multi_out[0] | 3100 | 4
finish | ImagPart[3] | imag_multi_out[7] | 3030 | 6
[stage by stage]
stage	instance area, sq um	util (%)	hold slack (ps)	setup TNS [ps]	std cells
after CTS	2741	45.23	3102	0	371
after detailed placement	2600	42.90	3440	-3866	364
after floorplan	1918	-	2352	0	225
final	2850	47.03	3031	0	371
after global routing	2850	47.03	3097	0	371
after global placement	2600	42.90	3442	-3856	364
[area by class of cell]
type | instances | area [sq um]
Fill cell | 589 | 3211
Multi-Input combinational cell | 168 | 1938
Timing Repair Buffer | 75 | 619.3
Inverter | 53 | 198.9
Tap cell | 75 | 93.84
No activity file was given, so power comes from the tool's default toggle rates.
